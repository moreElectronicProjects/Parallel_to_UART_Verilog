### flow/run.sh
#!/bin/bash
# OpenROAD 26Q1-2900-gdf79404cd8, Yosys 0.63+post, stock flow scripts
make -C /OpenROAD-flow-scripts/flow DESIGN_CONFIG=/design/flow/config.mk WORK_HOME=/design/flow/orfs finish
### flow/constraint.sdc
current_design parallel_to_UART

set clk_period 1.9
set clk_io_pct 0.2

create_clock -name clk0 -period $clk_period [get_ports {clock}]

set non_clock_inputs [all_inputs -no_clocks]
set_input_delay [expr $clk_period * $clk_io_pct] -clock clk0 $non_clock_inputs
set_output_delay [expr $clk_period * $clk_io_pct] -clock clk0 [all_outputs]
### flow/design.v
`timescale 1ns / 1ps
module parallel_to_UART(
    input reset,  
    input clock,  
    input [7:0] data,  
    input data_ready,  
    output serial_out,  
    output ready  
    );
    parameter input_clock_frequency = 100000;
    parameter baud_rate = 115200;
    localparam clock_divider_max_counter = input_clock_frequency * 1000 / baud_rate;
    wire internal_clock;
    clock_divider # (
        .max_counter (clock_divider_max_counter)
    ) serial_clock (
        .reset(reset),
        .input_clock(clock),
        .output_clock(internal_clock)
    );
    wire done_sending;
    wire [3:0] bit_to_send;
    wire [7:0] latched_data;
    wire counter_enable;
    assign ready = !counter_enable;
    SR_latch latch_data (
        .set(data_ready),
        .reset(done_sending | reset),
        .Q(counter_enable)
    );
    data_latch data_latch_circuit(
        .clock(data_ready),
        .reset(reset),
        .enable(!counter_enable),
        .data_input(data),
        .data_output(latched_data)
    );
    assign done_sending = (bit_to_send == 'd11);
    binary_counter_4_bit bit_to_send_counter(
        .reset(reset | done_sending),
        .clock(internal_clock),
        .enable(counter_enable),
        .count(bit_to_send)
    );
    mux_4_bit data_out_mux(
        .data_input_0(1'b1),
        .data_input_1(1'b0),
        .data_input_2(data[0]),
        .data_input_3(data[1]),
        .data_input_4(data[2]),
        .data_input_5(data[3]),
        .data_input_6(data[4]),
        .data_input_7(data[5]),
        .data_input_8(data[6]),
        .data_input_9(data[7]),
        .data_input_10(1'b1),
        .data_input_11(1'b1),
        .select(bit_to_send),
        .mux_output(serial_out)
    );
endmodule
module mux_4_bit(
    input data_input_0,
    input data_input_1,
    input data_input_2,
    input data_input_3,
    input data_input_4,
    input data_input_5,
    input data_input_6,
    input data_input_7,
    input data_input_8,
    input data_input_9,
    input data_input_10,
    input data_input_11,
    input [3:0] select,  
    output reg mux_output  
    );
    always @ (*) begin
        case(select)
            'd0 : mux_output <= data_input_0;
            'd1 : mux_output <= data_input_1;
            'd2 : mux_output <= data_input_2;
            'd3 : mux_output <= data_input_3;
            'd4 : mux_output <= data_input_4;
            'd5 : mux_output <= data_input_5;
            'd6 : mux_output <= data_input_6;
            'd7 : mux_output <= data_input_7;
            'd8 : mux_output <= data_input_8;
            'd9 : mux_output <= data_input_9;
            'd10 : mux_output <= data_input_10;
            'd11 : mux_output <= data_input_11;
            default: mux_output <= 'b0;
        endcase
    end
endmodule
module binary_counter_4_bit(
    input reset,  
    input clock,  
    input enable,  
    output reg [3:0] count  
    );
    always @ (posedge clock or posedge reset) begin
        if(reset == 'b1) begin
            count <= 'b0;
        end else if(enable == 'b1) begin
            count <= count + 'b1;
        end
    end
endmodule
module SR_latch(
    input set,  
    input reset,  
    output reg Q  
    );
    always @ (posedge set or posedge reset) begin
        if(set == 'b1) begin
            Q <= 'b1;
        end else begin
            Q <= 'b0;
        end
    end
endmodule
module data_latch(
    input clock,  
    input reset,  
    input enable,  
    input [7:0] data_input,  
    output reg [7:0] data_output  
    );
    always @ (posedge clock or posedge reset) begin
        if(reset == 'b1) begin
            data_output <= 'b0;
        end else if(enable == 'b1) begin
            data_output <= data_input;
        end
    end
endmodule
module clock_divider(
    input reset,  
    input input_clock,  
    output reg output_clock  
    );
    parameter max_counter = 0;
    reg [$clog2(max_counter):0] clock_divider;
    always @ (posedge input_clock or posedge reset) begin
        if(reset == 'b1) begin
            clock_divider <= 'b0;
            output_clock <= 'b0;
        end else begin
            clock_divider <= clock_divider + 'b1;
            if(clock_divider == max_counter/2) begin
                output_clock <= 'b1;
            end else if(clock_divider == max_counter) begin
                output_clock <= 'b0;
                clock_divider <= 'b0;
            end
        end
    end
endmodule
### flow/config.mk
export PLATFORM = sky130hd
export DESIGN_NAME = parallel_to_UART
export DESIGN_NICKNAME = parallel_to_UART
export VERILOG_FILES = /design/flow/design.v
export SDC_FILE = /design/flow/constraint.sdc
export NUM_CORES = 4
export LEC_CHECK = 1
export CORE_AREA = 10 10 83 83
export DIE_AREA = 0 0 93 93
==> metrics.cfg <==
[setup_path]
critPathArrivalTime_ns = 1.45
critical_path.top_delay_family = buffers and inverters
critical_path.max_fanout = 1
cp_data_required_time_ns = 1.52
timing.critical_path.buf_inv = 2
largest_stage_delay_worst_path_ns = 0.45
end_kind = output pin
crit_slowest_cell = sky130_fd_sc_hd__clkdlybuf4s50_1
path_class = in2out
path_cells = clkdlybuf4s50_1 -> a222oi_1 -> and3_1 -> o31ai_2 -> clkbuf_2
kind_of_launch_point_of_the_worst_setup_path = primary input

[placement]
io_buffer_count = 12
detailed_place.area_mm2 = 0.00115
place_inst = 176
post-dp-hpwl_um = 1340
gp_congestion = 0.782

[yosys]
synth_cell_type_count = 30
synthCells = 93
post_synth_design_cell_area_um2 = 932
count_of_yosys_warnings_during_synthesis = 9
syn_avg_cell_area_um2 = 10.0
ys.flop_type = sky130_fd_sc_hd__dfrtp_1
async_flop_share_pct = 100
edf_count = 0
yosys_area_um2 = 932
seq_area_frac_synth_pct = 45.8
synth_stat.cells = 93
synth_flop_count = 17

[routing]
detail_route.drc_violations = 0
finalWirelength_um = 1770
routed-via-count = 703
post_drt_wl_per_cell_um = 9.89
drt_pass1_iterations = 4
drt-vias-per-instance = 3.93
drtAntennaViolNets = 0
detail_route.antenna_diodes = 0
drtIter0Drc = 33

[clocking]
cts-buffers-inserted = 3
h-tree-depth = 1
clockBufferDepth = 2
postCtsSetupRepairBufs = 0
clkSlewWorstSetupHoldPaths_ns = 0.05
hold_buffer_count_at_cts = 0
cts.root.buffer_cell = sky130_fd_sc_hd__clkbuf_8
clk-insertion-delay-late_ns = 0.23
cts_tree = built

[sta]
timing.final.crit_share_pct = 96.4
time_the_worst_path_needs_with_i_o_delays_and_setup_ns = 1.83
finalHoldViolations = 0
register_pins_left_without_a_clock = 5
tns_ns = 0
rsz0062_at_grt = no
fin_hold_ws_ns = 0.473
achievable-frequency_mhz = 546
unconstrained_endpoints = 5
report.final.slew_viol_count = 0
count_of_final_setup_violators = 0
fin_worst_skew_ns = 0.00343

[die]
ioPinCount = 13
die-area_mm2 = 0.00865
design.core.area_mm2 = 0.00514
fp_util_pct = 18.1
placement_rows = 26
die_y_um = 93
die_width_um = 93

[global_routing]
via_count_of_the_first_global_routing_pass = 665
grt.overflow.total = 0
grt_pass1_wl_um = 3110
pin_count_of_the_biggest_net_entering_global_routing = 14
antenna_violations_before_repair = 0
grt_use_total_pct = 4.22

[run]
number_of_warning_messages_in_the_logs = 30
max_cap_violations = 0

[final_layout]
drive_gt1_share_pct = 9.17
finish.cell_count_without_fillers = 179
num-fill-cells = 580
finalInstanceArea_mm2 = 0.00120
area.growth.synth_to_final_pct = 28.3

[power_and_ir_drop]
power_leakage_nw = 0.530
power_density_mw_per_mm2 = 428
vdd.ir_drop.worst_mv = 0.264

[outcome]
status = complete, no violations

[min_path]
timing.hold.worst.class = in2async

layer usage:
metal | GRT usage (%) | vias up | share of wire [%]
li1 | - | 353 | -
met2 | 5.72 | 16 | 38
met4 | 0.386 | 0 | 0.68
met5 | 0 | - | 0
met3 | 1.53 | 2 | 6.3
met1 | 6.46 | 332 | 55
layout by cell type, fill, tap and decap left out, types with 2 or more instances in the layout:
cell and instances:
sky130_fd_sc_hd__nand2b_1 3, sky130_fd_sc_hd__nor2_1 4, sky130_fd_sc_hd__inv_1 9, sky130_fd_sc_hd__dfrtp_1 16, sky130_fd_sc_hd__buf_4 2, sky130_fd_sc_hd__nand4_1 3, sky130_fd_sc_hd__nand2_1 8, sky130_fd_sc_hd__xor2_1 4
sky130_fd_sc_hd__or3_1 3, sky130_fd_sc_hd__ha_1 7, sky130_fd_sc_hd__clkbuf_8 3, sky130_fd_sc_hd__xnor2_1 4, sky130_fd_sc_hd__clkdlybuf4s50_1 9, sky130_fd_sc_hd__a21oi_1 4, sky130_fd_sc_hd__o21ai_0 6, sky130_fd_sc_hd__nand3_1 3
sky130_fd_sc_hd__dlymetal6s2s_1 2, sky130_fd_sc_hd__a211oi_1 2
where the power goes:
part	switching (W)	total [W]	leakage (nW)	internal (W)
combinational	0.0000120	0.0000325	0.293	0.0000204
clock	0.0000816	0.000220	0.0216	0.000139
sequential	0.000000930	0.000260	0.216	0.000259
total	0.0000945	0.000512	0.530	0.000418
Yosys cell counts (all sizes together) (3+ instances only):
library cell  instances  share of area [%]
a21oi                 4                2.1
dfrtp                16                 43
ha                    7                9.4
inv                   9                3.6
nand2                 8                3.2
nand2b                3                2.0
nand3                 3                1.6
nand4                 3                2.0
nor2                  4                1.6
o21ai                 6                3.2
or3                   3                2.0
xnor2                 4                3.8
xor2                  4                3.8
path summary, 6_finish.rpt:
| kind | from | end | slack (ns) | cells past startpoint |
|---|---|---|---|---|
| hold / removal | reset | serial_clock.clock_divider[10]$_DFF_PP0_ | 0.47 | 2 |
| setup reg to reg | serial_clock.clock_divider[3]$_DFF_PP0_ | serial_clock.output_clock$_DFFE_PP0P_ | 0.35 | 4 |
| max in group asynchronous | reset | serial_clock.clock_divider[6]$_DFF_PP0_ | 1.10 | 2 |
| min in group clk0 | serial_clock.clock_divider[10]$_DFF_PP0_ | serial_clock.clock_divider[10]$_DFF_PP0_ | 0.47 | 1 |
| hold reg to reg | serial_clock.clock_divider[10]$_DFF_PP0_ | serial_clock.clock_divider[10]$_DFF_PP0_ | 0.47 | 1 |
| setup / recovery | data[2] | serial_out | 0.07 | 5 |
final cells by class:
cell class / instances / area [um2] / share of cell area (%)
sequential: 17 / 427 / 35.7
multi-input combinational: 66 / 472 / 39.4
clock buffer: 3 / 41.3 / 3.45
tap: 70 / 87.6 / 7.32
timing repair buffer: 14 / 135 / 11.3
inverter: 9 / 33.8 / 2.82
flip-flops by register name (all words and copies together), names as in the netlist:
| name | count |
|---|---|
| serial_clock.clock_divider | 11 |
| bit_to_send_counter.count | 4 |
| latch_data.Q | 1 |
| serial_clock.output_clock | 1 |
timing repair:
item,CTS,global route
setup endpoints to repair,1,1
pin swaps,2,3
resized,2,4
stage by stage:
| stage | setup WS, ns | utilization [%] | power, W |
|---|---|---|---|
| 2_1_floorplan | 0.380 | - | 0.000272 |
| 3_3_place_gp | -0.271 | 22.4 | 0.000297 |
| 3_5_place_dp | -0.305 | 22.4 | 0.000297 |
| 4_1_cts | 0.0139 | 23.2 | 0.000525 |
| 5_1_grt | 0.00139 | 23.3 | 0.000538 |
| 6_report | 0.0693 | 23.3 | 0.000512 |
cell families after synthesis:
group	Yosys count	synth area share, %
AOI/OAI and AO/OA	18	12.5
xor gates and xnor gates	8	7.52
adders and majority gates	7	9.40
buffers and inverters	10	4.16
DFF	17	45.8
other	1	0.402
and+or+nand+nor	32	20.3
Power is estimated from default activity; no workload was simulated.
